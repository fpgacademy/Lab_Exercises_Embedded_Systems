[./config.mk]
export PLATFORM = sky130hd
export DESIGN_NAME = I2C_HDMI_Config
export DESIGN_NICKNAME = I2C_HDMI_Config
export VERILOG_FILES = /design/flow/design.v
export SDC_FILE = /design/flow/constraint.sdc
export NUM_CORES = 4
export LEC_CHECK = 1
export CORE_UTILIZATION = 40
[./design.v]
module I2C_Controller (
	input  CLOCK,
	input  [23:0]I2C_DATA,	
	input  GO,
	input  RESET,	
	input  W_R,
 	inout  I2C_SDAT,	
	output I2C_SCLK,
	output END,	
	output ACK
);
wire SDAO ; 
assign I2C_SDAT = SDAO?1'bz :0  ; 
I2C_WRITE_WDATA  wrd(
   .RESET_N  ( RESET),
	.PT_CK    ( CLOCK),
	.GO       ( GO   ),
	.END_OK   ( END  ),
	.ACK_OK   ( ACK  ),
	.BYTE_NUM ( 2    ),   
	.SDAI     ( I2C_SDAT ), 
	.SDAO     ( SDAO     ), 
	.SCLO     ( I2C_SCLK ),	
	.SLAVE_ADDRESS( I2C_DATA[23:16] ),
	.REG_DATA     ( I2C_DATA[15:0]  )	
);	
endmodule
module I2C_HDMI_Config (	 
					iCLK,
					iRST_N,
					I2C_SCLK,
					I2C_SDAT,
					HDMI_TX_INT,
					READY
					 );
input				iCLK;
input				iRST_N;
output			I2C_SCLK;
inout				I2C_SDAT;
input				HDMI_TX_INT;
output READY ; 
reg	[15:0]	mI2C_CLK_DIV;
reg	[23:0]	mI2C_DATA;
reg				mI2C_CTRL_CLK;
reg				mI2C_GO;
wire				mI2C_END;
wire				mI2C_ACK;
reg	[15:0]	LUT_DATA;
reg	[5:0]		LUT_INDEX;
reg	[3:0]		mSetup_ST;
reg READY ; 
parameter	CLK_Freq	=	50000000;	 
parameter	I2C_Freq	=	20000;		 
parameter	LUT_SIZE	=	31;
always@(posedge iCLK or negedge iRST_N)
begin
	if(!iRST_N)
	begin
		mI2C_CTRL_CLK	<=	0;
		mI2C_CLK_DIV	<=	0;
	end
	else
	begin
		if( mI2C_CLK_DIV	< (CLK_Freq/I2C_Freq) )
			mI2C_CLK_DIV	<=	mI2C_CLK_DIV+1;
		else
		begin
			mI2C_CLK_DIV	<=	0;
			mI2C_CTRL_CLK	<=	~mI2C_CTRL_CLK;
		end
	end
end
I2C_Controller 	u0	(	.CLOCK(mI2C_CTRL_CLK),	 
						.I2C_SCLK(I2C_SCLK),				 
 	 	 	 	 	 	.I2C_SDAT(I2C_SDAT),				 
						.I2C_DATA(mI2C_DATA),			 
						.GO(mI2C_GO),						 
						.END(mI2C_END),					 
						.ACK(mI2C_ACK),					 
						.RESET(iRST_N)	);
always@(posedge mI2C_CTRL_CLK or negedge iRST_N)
begin
	if(!iRST_N)
	begin
	READY<=0;
		LUT_INDEX	<=	0;
		mSetup_ST	<=	0;
		mI2C_GO		<=	0;
	end
	else
	begin
		if(LUT_INDEX<LUT_SIZE)
		begin
		READY<=0;
			case(mSetup_ST)
			0:	begin
					mI2C_DATA	<=	{8'h72,LUT_DATA};
					mI2C_GO		<=	1;
					mSetup_ST	<=	1;
				end
			1:	begin
					if(mI2C_END)
					begin
						if(!mI2C_ACK)
						mSetup_ST	<=	2;
						else
						mSetup_ST	<=	0;							
						mI2C_GO		<=	0;
					end
				end
			2:	begin
					LUT_INDEX	<=	LUT_INDEX+1;
					mSetup_ST	<=	0;
				end
			endcase
		end
		else
		begin
		  READY<=1; 
		  if(!HDMI_TX_INT)
		  begin
		    LUT_INDEX <= 0;
		  end
		  else
		    LUT_INDEX <= LUT_INDEX;
		end
	end
end
always
begin
	case(LUT_INDEX)
	0	:	LUT_DATA	<=	16'h9803;   
	1	:	LUT_DATA	<=	16'h0100;   
	2	:	LUT_DATA	<=	16'h0218;   
	3	:	LUT_DATA	<=	16'h0300;   
	4	:	LUT_DATA	<=	16'h1470;   
	5	:	LUT_DATA	<=	16'h1530;   
	6	:	LUT_DATA	<=	16'h1630;   
	7	:	LUT_DATA	<=	16'h1846;   
	8	:	LUT_DATA	<=	16'h4080;   
	9	:	LUT_DATA	<=	16'h4110;   
	10	:	LUT_DATA	<=	16'h49A8;   
	11	:	LUT_DATA	<=	16'h5510;   
	12	:	LUT_DATA	<=	16'h5608;   
	13	:	LUT_DATA	<=	16'h96F6;   
	14	:	LUT_DATA	<=	16'h7307;   
	15	:	LUT_DATA	<=	16'h761f;   
	16	:	LUT_DATA	<=	16'h9803;   
	17	:	LUT_DATA	<=	16'h9902;   
	18	:	LUT_DATA	<=	16'h9ae0;   
	19	:	LUT_DATA	<=	16'h9c30;   
	20	:	LUT_DATA	<=	16'h9d61;   
	21	:	LUT_DATA	<=	16'ha2a4;   
	22	:	LUT_DATA	<=	16'ha3a4;   
	23	:	LUT_DATA	<=	16'ha504;   
	24	:	LUT_DATA	<=	16'hab40;   
	25	:	LUT_DATA	<=	16'haf16;   
	26	:	LUT_DATA	<=	16'hba60;   
	27	:	LUT_DATA	<=	16'hd1ff;   
	28	:	LUT_DATA	<=	16'hde10;   
	29	:	LUT_DATA	<=	16'he460;   
	30	:	LUT_DATA	<=	16'hfa7d;   
	default:		LUT_DATA	<=	16'h9803;
	endcase
end
endmodule
module I2C_WRITE_WDATA  (
   input  				RESET_N ,
	input      		  	PT_CK,
	input      		  	GO,
	input      [15:0] REG_DATA,
	input      [7:0] 	SLAVE_ADDRESS,	
	input            	SDAI,
	output reg       	SDAO,
	output reg       	SCLO,
	output reg       	END_OK,
	output reg [7:0] 	ST ,
	output reg [7:0] 	CNT,
	output reg [7:0] 	BYTE,
	output reg       	ACK_OK,
   input      [7:0]  BYTE_NUM   
);
reg   [8:0]A ;
reg   [7:0]DELY ;
always @( negedge RESET_N or posedge  PT_CK )begin
if (!RESET_N  ) ST <=0;
else 
	  case (ST)
	    0: begin   
		      SDAO   <=1; 
	         SCLO   <=1;
	         ACK_OK <=0;
	         CNT    <=0;
	         END_OK <=1;
	         BYTE   <=0;	
	         if (GO) ST  <=30 ;  
		    end	  
	    1: begin   
		      ST <=2 ; 
			   { SDAO,  SCLO } <= 2'b01; 
				A <= {SLAVE_ADDRESS ,1'b1 }; 
		    end
	    2: begin   
		      ST <=3 ; 
			   { SDAO,  SCLO } <= 2'b00; 
		    end
	    3: begin  
		      ST <=4 ; 
			   { SDAO, A } <= { A ,1'b0 }; 
		    end
	    4: begin  
		      ST <=5 ; 
			   SCLO <= 1'b1 ; 
				CNT <= CNT +1 ;
		    end
	    5: begin  
			   SCLO <= 1'b0 ; 
			   if (CNT==9) begin
				     if ( BYTE == BYTE_NUM )  ST <= 6 ; 
					  else  begin 
					           CNT <=0 ; 
					           ST <= 2 ;
					                if ( BYTE ==0 ) begin BYTE <=1  ; A <= {REG_DATA[15:8] ,1'b1 }; end 
					           else if ( BYTE ==1 ) begin BYTE <=2  ; A <= {REG_DATA[7:0] ,1'b1 }; end 
							  end
					  if (SDAI ) ACK_OK <=1 ; 
				 end
				 else ST <= 2;
		    end
	    6: begin           
		      ST <=7 ; 
			   { SDAO,  SCLO } <= 2'b00; 
         end
	    7: begin           
		      ST <=8 ; 
			   { SDAO,  SCLO } <= 2'b01; 
         end
	    8: begin           
		      ST <=9 ; 
			   { SDAO,  SCLO } <= 2'b11; 
         end 
		9:	begin
		      ST     <= 30; 
				SDAO   <=1; 
	         SCLO   <=1;
	         CNT    <=0;
	         END_OK <=1;
	         BYTE   <=0;
		     end
		   30: begin
            if (!GO) ST  <=31;
          end			
		   31: begin   
		      END_OK<=0;
				ACK_OK<=0;
				ST    <=1;	
			end	
	  endcase 
 end
endmodule
[./constraint.sdc]
current_design I2C_HDMI_Config

set clk_period 2.8
set clk_io_pct 0.2

create_clock -name clk0 -period $clk_period [get_ports {iCLK}]

set non_clock_inputs [all_inputs -no_clocks]
set_input_delay [expr $clk_period * $clk_io_pct] -clock clk0 $non_clock_inputs
set_output_delay [expr $clk_period * $clk_io_pct] -clock clk0 [all_outputs]
[./run.sh]
#!/bin/bash
# OpenROAD 26Q1-2900-gdf79404cd8, Yosys 0.63+post, stock flow scripts
make -C /OpenROAD-flow-scripts/flow DESIGN_CONFIG=/design/flow/config.mk WORK_HOME=/design/flow/orfs finish
==> flow_metrics.tcl <==
# flow metrics
set metrics [dict create \
    die_height_microns 80.3 \
    detail-route-antenna-nets 0 \
    layout-drive-gt1-share_pct 10.8 \
    post-place-cells 293 \
    io_pins 6 \
    setup_viol_count_final 0 \
    synth_flops 54 \
    drtIter0Drc 62 \
    top_cells_by_area "dfrtp_1 (39%), edfxtp_1 (13%), o21ai_0 (2.9%)" \
    hold_class "in -> async" \
    core_sq_um 5920 \
    fmax_mhz 577 \
    cp.arrival_ns 1.88 \
    pwr-share-seq_pct 64.3 \
    p_leak_nw 1.02 \
    critPathCaptureType "flip-flop" \
    cts_setup_buffers 0 \
    ys_warn_count 5 \
    p_sw_share_pct 22.0 \
    fin_worst_skew_ns 0.000925 \
    cts_tree "built" \
    rsz0062_at_grt "false" \
    ys_types 56 \
    finalSetupTns_ns 0 \
    clock_latency_ns 0.25 \
    edf_count 11 \
    p_comb_share_pct 14.5 \
    unclocked_pins 37 \
    worstPathRequired_ns 2.95 \
    drc 0 \
    grt_pass1_vias 1539 \
    post_cts_resized 0 \
    critical_path_class "reg -> reg" \
    warnings 26 \
    wirelength_microns 3930 \
    grt_pass1_wl_microns 7220 \
    core_util_floorplan_pct 41.5 \
    h-tree-depth 1 \
    top_cell "dfrtp_1" \
    top_cells_by_count "dfrtp_1 (38), nand2_1 (15), o21ai_0 (14)" \
    area_delta_synth_final_pct 7.08 \
    grt_max_degree 40 \
    p_sw_w 0.000186 \
    syn_avg_cell_area_sq_um 11.5 \
    synthCells 214 \
    yosys_area_sq_um 2450 \
    overflow 0 \
    status "finished clean" \
    grtUsageTotal_pct 14.5 \
    num_vias 1563 \
    peakVddDrop_mv 0.320 \
    vias_per_cell 5.26 \
    ys_cells 214 \
    internal_power_w 0.000659 \
    drv_slew 0 \
    layout_min_cycle_time_ns 1.73 \
    drv_cap 0 \
    ff_type "dfrtp_1" \
    yosys.area.top_type "dfrtp_1" \
    die_x_microns 80.3 \
    port_buffers 4 \
    hold_viol 0 \
    routedWlPerCell_microns 13.2 \
    clockRootBuffer "clkbuf_8" \
    antenna_cells 0 \
    start_kind "flip-flop" \
    clockPowerShare_pct 21.1 \
    antenna_found_initial 0 \
    dr.pass1.iters 4 \
    synthesis.area_sq_um 2450 \
    ys_async_sr_fraction_pct 74.1 \
    cts_buffers 3 \
    chip_area_sq_um 6450 \
    power.density_nw_per_um2 321 \
    clk_path_buf_depth 2 \
    untimed_endpoints 50 \
    rows 28 \
    seq_area_frac_synth_pct 56.8 \
    hpwl_microns 2790 \
    finalClockPeriodUsage_pct 61.9 \
    final_cells 297 \
    gp_congestion 0.806 \
    finalPower_w 0.000845 \
    relSlewSlack_pct 54.4 \
    critPathMaxFanout 9 \
    clkTransAtPathRegs_ns 0.06 \
    ctsHoldBuffers 0 \
    tightest_slew_ns 0.679 \
    synth.top_cell.area_share_pct 38.7 \
]
-- per-stage QoR --
stage	hold slack, ns	utilization, %	area, sq um	setup WS [ns]
4_1_cts	0.241	44.4	2630	1.06
2_1_floorplan	0.264	-	2470	1.35
3_5_place_dp	0.510	43.6	2580	1.08
5_1_grt	0.256	44.4	2630	0.901
6_report	0.232	44.4	2630	1.07
3_3_place_gp	0.515	43.6	2580	1.10
-- cell families (layout without fill, tap and decap cells) --
family / count (synthesis) / after routing / share of synthesized area, %
XOR/XNOR: 6 / 6 / 2.14
adder cells (fa/ha/maj): 4 / 4 / 2.04
other: 1 / 5 / 0.153
flip-flops: 54 / 54 / 56.8
buffers and inverters: 19 / 23 / 3.52
AND/OR/NAND/NOR: 74 / 74 / 16.7
multiplexers: 4 / 4 / 2.09
AND-OR/OR-AND: 52 / 52 / 16.6
-- worst paths after layout --
check	start	end	slack, ns	cells after the start
setup reg to reg	mI2C_CLK_DIV[4]	mI2C_CLK_DIV[6]	1.07	4
min in group clk0	mI2C_CLK_DIV[0]	mI2C_CLK_DIV[0]	0.54	1
hold / removal	iRST_N	mI2C_CLK_DIV[8]	0.23	1
max in group asynchronous	iRST_N	mI2C_CLK_DIV[12]	2.29	1
hold reg to reg	mI2C_CLK_DIV[0]	mI2C_CLK_DIV[0]	0.54	1
setup / recovery	mI2C_CLK_DIV[4]	mI2C_CLK_DIV[6]	1.07	4
-- layout by cell type, fill, tap and decap left out, types with 2 or more instances in the layout --
cell             count
clkbuf_8             3
nand2_1             15
xor2_1               4
o21ai_0             14
edfxtp_1            11
a221oi_1             2
nor4_1               2
xnor2_1              2
a21oi_1              6
nor2b_1              3
dfxtp_1              3
nand3_1             13
a221oi_2             4
o21a_1               2
nand4_1              5
a211oi_1             6
conb_1               5
a31oi_1              2
dfrtp_1             38
buf_4                3
inv_1               11
nor3_1               3
o41a_1               2
dfstp_2              2
nor2_1              11
mux2_4               2
or4_1                5
ha_1                 4
o31ai_1              4
or3_1                6
clkdlybuf4s50_1      3
-- power groups by stage --
stage	Combinational [W]	Clock [W]	Sequential [W]
final	0.000123	0.000178	0.000544
after CTS	0.000129	0.000185	0.000544
after global routing	0.000144	0.000197	0.000545
-- routing by layer --
metal,up-vias,global-route usage (%),wire length (microns)
met1,746,26.3,2240
met2,7,21.4,1660
li1,810,-,-
met4,0,0.536,0
met3,0,0.461,28
met5,-,0,0
-- area by class of cell --
cell class              instances  area (sq um)
multi-input cells             145           990
fillers                       543          3290
well taps                      75          93.8
clock inverters                 1          5.00
repair buffers                  7          57.6
flip-flops and latches         54          1390
inverters                      12          47.5
clock buffers                   3          41.3
-- registers in the layout, summed over array words and instances, names as in the netlist --
name,cells
u0.wrd.SCLO,1
READY,1
mI2C_CTRL_CLK,1
u0.wrd.CNT,8
LUT_INDEX,6
u0.wrd.ACK_OK,1
mI2C_GO,1
mSetup_ST,3
u0.wrd.BYTE,3
u0.wrd.ST,12
mI2C_CLK_DIV,16
u0.wrd.END_OK,1
-- worst max-delay path: stages, from the launching register on --
cell	delay, ns
dfrtp_1	0.42
nor4_1	0.38
o21ai_1	0.30
buf_4	0.26
a221oi_1	0.27
Power figures rest on the tool's default switching activity, not on a simulated workload.
